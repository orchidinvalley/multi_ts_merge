--- design/flow/constraint.sdc ---
current_design ts_speed

set clk_period 9.9
set clk_io_pct 0.2

create_clock -name clk0 -period $clk_period [get_ports {clk}]

set non_clock_inputs [all_inputs -no_clocks]
set_input_delay [expr $clk_period * $clk_io_pct] -clock clk0 $non_clock_inputs
set_output_delay [expr $clk_period * $clk_io_pct] -clock clk0 [all_outputs]
--- design/flow/design.v ---
`timescale 1ns / 1ps
module ts_speed(
		clk,
		rst,
		ts_din,
		ts_din_en,
		rate_dout,
		rate_dout_en,
		rate_con_start,
		rate_con_end
    );
    input clk;
    input rst;
    input	[31:0]ts_din;
    input 	ts_din_en;
    input	rate_con_start;
    input rate_con_end;
    output [7:0]rate_dout;
    output	rate_dout_en;
    reg [7:0]rate_dout;
    reg	rate_dout_en;
    reg[23:0]rate_1;
    reg[23:0]rate_2;
    reg[23:0]rate_3;
    reg[23:0]rate_4;
    reg[23:0]rate_5;
    reg[23:0]rate_6;
    reg[23:0]rate_7;
    reg[23:0]rate_8;
    reg[23:0]rate_9;
    reg[23:0]rate_10;
    reg[23:0]rate_11;
    reg[23:0]rate_12;
    reg[23:0]rate_13;
    reg[23:0]rate_14;
    reg[23:0]rate_15;
    reg	ts_din_en_r;
		parameter SECOND=24'h400;
    reg	[23:0]second_cnt;
    reg	[7:0]send_cnt;
    reg	[1:0]rate_cstate;
    reg	[1:0]rate_nstate;
    parameter	IDLE=0,
    					RATE_START=1,
    					RATE_REC=2,
    					RATE_SEND=3;
    always@(posedge clk)begin
    	ts_din_en_r		<=	ts_din_en;	
    	if(rst)
    		rate_cstate	<=	IDLE;
    	else
    		rate_cstate	<=	rate_nstate;
    end
    always@(*)begin
    	case(rate_cstate)
    		IDLE:
    			if(rate_con_start)
    				rate_nstate	=	RATE_START;
    			else
    				rate_nstate	=	IDLE;
    		RATE_START:
    			if(rate_con_end)
    				rate_nstate	=	IDLE;
    			else
    				rate_nstate	=	RATE_REC;
    		RATE_REC:
    			if(rate_con_end)
    				rate_nstate	=	IDLE;
    			else if(second_cnt==SECOND)
    				rate_nstate	=	RATE_SEND;
    			else
    				rate_nstate	=	RATE_REC;
    		RATE_SEND:
    			if(rate_con_end)
    				rate_nstate	=	IDLE;
    			else if(send_cnt==52)
    				rate_nstate	=	RATE_START;
    			else
    				rate_nstate	=	RATE_SEND;
    		default:
    			rate_nstate	=	IDLE;    			
    	endcase
    end
    always@(posedge clk)begin
    	if(rst)
    		second_cnt	<=0;
    	else if(rate_cstate==RATE_REC)
    		second_cnt	<=second_cnt+1;
    	else
    		second_cnt	<=0;
   	end
   	always@(posedge clk)begin
   		if(rst)
   			send_cnt	<=	0;
   		else 	if(rate_cstate==RATE_SEND)
   			send_cnt	<=	send_cnt+1;
   		else
   			send_cnt	<=0;
   	end
   	always@(posedge clk)begin
   		if(rst)
   			rate_1	<=0;
   		else if(rate_cstate	==RATE_START)
   			rate_1	<=0;
   		else if(rate_cstate==RATE_REC)begin
   			if(ts_din_en&&~ts_din_en_r&&ts_din==1)
   				rate_1	<=rate_1+1;
   			else
   				rate_1	<=rate_1;
   		end
   		else
   			rate_1	<=rate_1;
   	end
   	always@(posedge clk)begin
   		if(rst)
   			rate_2	<=0;
   		else if(rate_cstate	==RATE_START)
   			rate_2	<=0;
   		else if(rate_cstate==RATE_REC)begin
   			if(ts_din_en&&~ts_din_en_r&&ts_din==2)
   				rate_2	<=rate_2+1;
   			else
   				rate_2	<=rate_2;
   		end
   		else
   			rate_2	<=rate_2;
   	end
		always@(posedge clk)begin
   		if(rst)
   			rate_3	<=0;
   		else if(rate_cstate	==RATE_START)
   			rate_3	<=0;
   		else if(rate_cstate==RATE_REC)begin
   			if(ts_din_en&&~ts_din_en_r&&ts_din==3)
   				rate_3	<=rate_3+1;
   			else
   				rate_3	<=rate_3;
   		end
   		else
   			rate_3	<=rate_3;
   	end
   	always@(posedge clk)begin
   		if(rst)
   			rate_4	<=0;
   		else if(rate_cstate	==RATE_START)
   			rate_4	<=0;
   		else if(rate_cstate==RATE_REC)begin
   			if(ts_din_en&&~ts_din_en_r&&ts_din==4)
   				rate_4	<=rate_4+1;
   			else
   				rate_4	<=rate_4;
   		end
   		else
   			rate_4	<=rate_4;
   	end
   	always@(posedge clk)begin
   		if(rst)
   			rate_5	<=0;
   		else if(rate_cstate	==RATE_START)
   			rate_5	<=0;
   		else if(rate_cstate==RATE_REC)begin
   			if(ts_din_en&&~ts_din_en_r&&ts_din==5)
   				rate_5	<=rate_5+1;
   			else
   				rate_5	<=rate_5;
   		end
   		else
   			rate_5	<=rate_5;
   	end
		always@(posedge clk)begin
   		if(rst)
   			rate_6	<=0;
   		else if(rate_cstate	==RATE_START)
   			rate_6	<=0;
   		else if(rate_cstate==RATE_REC)begin
   			if(ts_din_en&&~ts_din_en_r&&ts_din==6)
   				rate_6	<=rate_6+1;
   			else
   				rate_6	<=rate_6;
   		end
   		else
   			rate_6	<=rate_6;
   	end
		always@(posedge clk)begin
   		if(rst)
   			rate_7	<=0;
   		else if(rate_cstate	==RATE_START)
   			rate_7	<=0;
   		else if(rate_cstate==RATE_REC)begin
   			if(ts_din_en&&~ts_din_en_r&&ts_din==7)
   				rate_7	<=rate_7+1;
   			else
   				rate_7	<=rate_7;
   		end
   		else
   			rate_7	<=rate_7;
   	end
   	always@(posedge clk)begin
   		if(rst)
   			rate_8	<=0;
   		else if(rate_cstate	==RATE_START)
   			rate_8	<=0;
   		else if(rate_cstate==RATE_REC)begin
   			if(ts_din_en&&~ts_din_en_r&&ts_din==8)
   				rate_8	<=rate_8+1;
   			else
   				rate_8	<=rate_8;
   		end
   		else
   			rate_8	<=rate_8;
   	end
   	always@(posedge clk)begin
   		if(rst)
   			rate_9	<=0;
   		else if(rate_cstate	==RATE_START)
   			rate_9	<=0;
   		else if(rate_cstate==RATE_REC)begin
   			if(ts_din_en&&~ts_din_en_r&&ts_din==9)
   				rate_9	<=rate_9+1;
   			else
   				rate_9	<=rate_9;
   		end
   		else
   			rate_9	<=rate_9;
   	end
   	always@(posedge clk)begin
   		if(rst)
   			rate_10	<=0;
   		else if(rate_cstate	==RATE_START)
   			rate_10	<=0;
   		else if(rate_cstate==RATE_REC)begin
   			if(ts_din_en&&~ts_din_en_r&&ts_din==10)
   				rate_10	<=rate_10+1;
   			else
   				rate_10	<=rate_10;
   		end
   		else
   			rate_10	<=rate_10;
   	end
   	always@(posedge clk)begin
   		if(rst)
   			rate_11	<=0;
   		else if(rate_cstate	==RATE_START)
   			rate_11	<=0;
   		else if(rate_cstate==RATE_REC)begin
   			if(ts_din_en&&~ts_din_en_r&&ts_din==11)
   				rate_11	<=rate_11+1;
   			else
   				rate_11	<=rate_11;
   		end
   		else
   			rate_11	<=rate_11;
   	end
   	always@(posedge clk)begin
   		if(rst)
   			rate_12	<=0;
   		else if(rate_cstate	==RATE_START)
   			rate_12	<=0;
   		else if(rate_cstate==RATE_REC)begin
   			if(ts_din_en&&~ts_din_en_r&&ts_din==12)
   				rate_12	<=rate_12+1;
   			else
   				rate_12	<=rate_12;
   		end
   		else
   			rate_12	<=rate_12;
   	end
   	always@(posedge clk)begin
   		if(rst)
   			rate_13	<=0;
   		else if(rate_cstate	==RATE_START)
   			rate_13	<=0;
   		else if(rate_cstate==RATE_REC)begin
   			if(ts_din_en&&~ts_din_en_r&&ts_din==13)
   				rate_13	<=rate_13+1;
   			else
   				rate_13	<=rate_13;
   		end
   		else
   			rate_13	<=rate_13;
   	end
   	always@(posedge clk)begin
   		if(rst)
   			rate_14	<=0;
   		else if(rate_cstate	==RATE_START)
   			rate_14	<=0;
   		else if(rate_cstate==RATE_REC)begin
   			if(ts_din_en&&~ts_din_en_r&&ts_din==14)
   				rate_14	<=rate_14+1;
   			else
   				rate_14	<=rate_14;
   		end
   		else
   			rate_14	<=rate_14;
   	end
   	always@(posedge clk)begin
   		if(rst)
   			rate_15	<=0;
   		else if(rate_cstate	==RATE_START)
   			rate_15	<=0;
   		else if(rate_cstate==RATE_REC)begin
   			if(ts_din_en&&~ts_din_en_r&&ts_din==15)
   				rate_15	<=rate_15+1;
   			else
   				rate_15	<=rate_15;
   		end
   		else
   			rate_15	<=rate_15;
   	end
   	always@(posedge clk)begin
   		if(rst)begin
   			rate_dout			<=	0;
   			rate_dout_en	<=	0;
   		end	
   		else if(rate_cstate==RATE_SEND)begin
   				rate_dout_en	<=	1;
   			case(send_cnt)
   				0:rate_dout	<=8'h04;
   				1:rate_dout	<=8'h05;
   				2:rate_dout	<=8'h00;
   				3:rate_dout	<=8'h01;
   				4:rate_dout	<=8'h00;
   				5:rate_dout	<=8'h01;
   				6:rate_dout	<=8'h00;
   				7:rate_dout	<=8'h01;
   				8:rate_dout	<=rate_1[23:16];
   				9:rate_dout	<=rate_1[15:8];
   				10:rate_dout	<=rate_1[7:0];
   				11:rate_dout	<=rate_2[23:16];
   				12:rate_dout	<=rate_2[15:8];
   				13:rate_dout	<=rate_2[7:0];
   				14:rate_dout	<=rate_3[23:16];
   				15:rate_dout	<=rate_3[15:8];
   				16:rate_dout	<=rate_3[7:0];
   				17:rate_dout	<=rate_4[23:16];
   				18:rate_dout	<=rate_4[15:8];
   				19:rate_dout	<=rate_4[7:0];
   				20:rate_dout	<=rate_5[23:16];
   				21:rate_dout	<=rate_5[15:8];
   				22:rate_dout	<=rate_5[7:0];
   				23:rate_dout	<=rate_6[23:16];
   				24:rate_dout	<=rate_6[15:8];
   				25:rate_dout	<=rate_6[7:0];
   				26:rate_dout	<=rate_7[23:16];
   				27:rate_dout	<=rate_7[15:8];
   				28:rate_dout	<=rate_7[7:0];
   				29:rate_dout	<=rate_8[23:16];
   				30:rate_dout	<=rate_8[15:8];
   				31:rate_dout	<=rate_8[7:0];
   				32:rate_dout	<=rate_9[23:16];
   				33:rate_dout	<=rate_9[15:8];
   				34:rate_dout	<=rate_9[7:0];
   				35:rate_dout	<=rate_10[23:16];
   				36:rate_dout	<=rate_10[15:8];
   				37:rate_dout	<=rate_10[7:0];
   				38:rate_dout	<=rate_11[23:16];
   				39:rate_dout	<=rate_11[15:8];
   				40:rate_dout	<=rate_11[7:0];
   				41:rate_dout	<=rate_12[23:16];
   				42:rate_dout	<=rate_12[15:8];
   				43:rate_dout	<=rate_12[7:0];
   				44:rate_dout	<=rate_13[23:16];
   				45:rate_dout	<=rate_13[15:8];
   				46:rate_dout	<=rate_13[7:0];
   				47:rate_dout	<=rate_14[23:16];
   				48:rate_dout	<=rate_14[15:8];
   				49:rate_dout	<=rate_14[7:0];
   				50:rate_dout	<=rate_15[23:16];
   				51:rate_dout	<=rate_15[15:8];
   				52:rate_dout	<=rate_15[7:0];
   				default:begin
   					rate_dout			<=	0;
   					rate_dout_en	<=	0;
   				end
   			endcase
   		end
   		else begin
   			rate_dout			<=	0;
   			rate_dout_en	<=	0;
   		end   		
   	end
endmodule
--- design/flow/config.mk ---
export PLATFORM = sky130hd
export DESIGN_NAME = ts_speed
export DESIGN_NICKNAME = ts_speed
export VERILOG_FILES = /design/flow/design.v
export SDC_FILE = /design/flow/constraint.sdc
export NUM_CORES = 4
export LEC_CHECK = 1
export CORE_UTILIZATION = 40
--- design/flow/run.sh ---
#!/bin/bash
# OpenROAD 26Q1-2900-gdf79404cd8, Yosys 0.63+post, stock flow scripts
make -C /OpenROAD-flow-scripts/flow DESIGN_CONFIG=/design/flow/config.mk WORK_HOME=/design/flow/orfs finish
==> results.json <==
{
  "yosysWarnings": 1,
  "yosys_area_um2": 21300,
  "numClockSinks": 406,
  "rows": 84,
  "switchingPower_uw": 789,
  "area_growth_pct": 12.8,
  "portBuffers": 45,
  "maxSlewHeadroom_pct": 34.1,
  "synth.avg_cell_area_um2": 8.18,
  "hp-class": "flip-flop to flip-flop",
  "cts_tree": "built",
  "power.share.clock_pct": 51.2,
  "drt_iter0_drc": 2215,
  "core_area_um2": 52600,
  "leakage_nw": 7.50,
  "p_int_mw": 2.72,
  "worst_setup_path_end_kind": "flip-flop",
  "drc": 0,
  "cap_violations": 0,
  "cts_setup_buffers": 0,
  "syn_area_um2": 21300,
  "max_stage_delay_ns": 0.62,
  "htreeDepth": 2,
  "chip_area_um2": 54200,
  "start_kind": "primary input",
  "die_x_um": 233,
  "seq_power_share_pct": 46.6,
  "vdd_drop_max_mv": 0.113,
  "clk_pin_slew_ns": 0.06,
  "viasPerCell": 6.08,
  "grt_pass1_wl_mm": 124,
  "cpMaxStageDelayCell": "nor2b_1",
  "setup_violations": 0,
  "fin_skew_ns": 0.0120,
  "ys_cells": 2604,
  "post_cts_resized": 0,
  "pin_count": 46,
  "grt-ovfl-total": 0,
  "grtUsageTotal_pct": 32.2,
  "drtPass1Iterations": 7,
  "max_freq_ghz": 0.222,
  "grt_max_degree": 155,
  "cts_made_buffers": 48,
  "finalHoldViolCount": 0,
  "cts_buffer_depth": 3,
  "cp_data_arrival_time_ns": 5.02,
  "grt_pass1_vias": 18600,
  "drtAntennaViolNets": 0,
  "vias": 20200,
  "syn-instance-count": 2604,
  "p_per_area_nw_per_um2": 146,
  "wirelength_mm": 84.1,
  "die_y_um": 233,
  "initCoreUtil_pct": 40.5,
  "path_cells": "clkdlybuf4s50_1 -> buf_4 -> nor2b_1 -> nand2_1 -> nor3_2 -> nand3_1 -> or3_1 -> a21oi_1",
  "worst_pin_slew_ns": 0.986,
  "ys_types": 69,
  "post-dp-hpwl_mm": 60.3,
  "place.gp.congestion": 1.06,
  "rsz0062_at_grt": "no",
  "warnings": 36,
  "yosysSeqAreaShare_pct": 38.2,
  "whs_ns": 0.489,
  "cp.required_ns": 10.42,
  "ys_ff": 406,
  "critPathBufInv": 2,
  "clk_latency_ns": 0.59,
  "cp_top_family": "simple AND/OR/NAND/NOR gates",
  "pwr-share-comb_pct": 2.2,
  "cts-root-buf": "clkbuf_16",
  "fin_setup_tns_ns": 0,
  "synthFlopType": "dfxtp_1",
  "hold_buffers": 0,
  "crit_fanout": 15,
  "min_period_ns": 4.50,
  "comb_area_um2": 12400,
  "async_reset_ff_share_pct": 0,
  "antenna_found_initial": 2,
  "flop_area_um2": 8130,
  "period_used_pct": 45.4,
  "finalMaxSlewViolations": 0,
  "drive_gt1_share_pct": 6.80,
  "edf_count": 0,
  "status": "completed",
  "wire_per_inst_um": 25.3,
  "swShare_pct": 22.5,
  "fillerInstances": 4978,
  "critPathKind": "primary input to flip-flop"
}
==> metal layers <==
layer	track usage, %	wire (um)
met2	45.4	35100
met1	46.5	35600
met4	15.6	5140
met5	1.38	91
met3	8.38	8140
==> power by group through the flow <==
| stage | sequential, mW | combinational [mW] | clock (mW) |
|---|---|---|---|
| 4_1_cts | 1.64 | 0.0755 | 1.83 |
| 6_report | 1.64 | 0.0761 | 1.80 |
| 5_1_grt | 1.63 | 0.0798 | 1.89 |
==> logic make-up (layout without fill, tap and decap cells) <==
logic type	Yosys count	in the layout	synth area share, %
xor gates and xnor gates	315	315	13.0
and+or+nand+nor	1258	1258	30.9
DFF	406	406	38.2
muxes	27	27	1.30
other	0	1	0
AOI/OAI and AO/OA	376	376	11.7
adders and majority gates	22	22	1.29
buffers and inverters	200	228	3.69
==> layout by cell type (no fill, tap or decap), types with 47 or more instances in the layout <==
cell,Yosys,layout
nand3_1,174,174
nor2_1,394,394
dfxtp_1,406,405
o21ai_0,74,74
xor2_1,187,187
or3_1,64,64
a22oi_1,68,68
inv_1,47,47
xnor2_1,128,128
nand2_1,176,176
nand4_1,113,113
nor3_1,67,67
and3_1,68,68
a21oi_1,93,93
clkbuf_16,0,49
buf_4,2,48
==> synthesized netlist by cell type, types with 4 or more instances <==
master | count | area share [%]
nand2b_1 | 10 | 0.29
nand3b_1 | 5 | 0.18
or4_1 | 9 | 0.32
nor4_4 | 6 | 0.60
nand3_1 | 174 | 4.1
buf_2 | 22 | 0.52
a2111oi_0 | 5 | 0.21
or3_1 | 64 | 1.9
buf_1 | 11 | 0.19
a32o_1 | 5 | 0.24
a32oi_1 | 12 | 0.49
and3b_1 | 6 | 0.25
a222oi_1 | 13 | 0.61
nor2_1 | 394 | 6.9
o22ai_1 | 21 | 0.62
a221oi_1 | 18 | 0.74
and4_1 | 38 | 1.6
nor3_2 | 8 | 0.38
o21ai_0 | 74 | 1.7
dfxtp_1 | 406 | 38
xnor2_1 | 128 | 5.3
inv_1 | 47 | 0.83
a22oi_1 | 68 | 2.4
o31ai_1 | 4 | 0.14
nand4_1 | 113 | 3.3
nor2b_1 | 11 | 0.32
clkbuf_1 | 117 | 2.1
and3_1 | 68 | 2.0
nand2_1 | 176 | 3.1
nor4_1 | 45 | 1.3
xor2_1 | 187 | 7.7
and2_1 | 17 | 0.50
ha_1 | 22 | 1.3
a211oi_1 | 4 | 0.14
a31oi_1 | 20 | 0.59
mux2i_1 | 22 | 1.0
nor4b_1 | 4 | 0.16
mux2_2 | 5 | 0.26
a22o_1 | 16 | 0.66
o211ai_1 | 5 | 0.18
nor3_1 | 67 | 1.6
nor4_2 | 18 | 1.1
a21oi_1 | 93 | 2.2
nor3b_1 | 5 | 0.18
or2_2 | 5 | 0.15
==> stage by stage <==
stage	setup slack (ns)	instances	cell area, um2	util [%]	power [mW]
floorplan	6.12	2604	21300	-	1.71
global placement	4.91	3235	22400	42.7	1.75
detailed placement	4.91	3235	22400	42.7	1.75
CTS	5.54	3320	24000	45.7	3.54
global route	5.21	3320	24000	45.7	3.61
finish	5.40	3321	24000	45.7	3.51
==> sequential cells by signal, indices dropped and copies added (netlist names) <==
signal and cells:
rate_15 24, second_cnt 24, send_cnt 8, ts_din_en_r 1, rate_dout_en 1, rate_5 24, rate_cstate 4, rate_9 24
rate_8 24, rate_3 24, rate_6 24, rate_1 24, rate_dout 8, rate_11 24, rate_10 24, rate_2 24
rate_13 24, rate_7 24, rate_14 24, rate_4 24, rate_12 24
==> final cells by class <==
type	count	area share, %
Timing Repair Buffer	95	3.54
Clock inverter	17	0.823
Clock buffer	68	5.70
Multi-Input combinational cell	1998	51.7
Antenna cell	1	0.0104
Sequential cell	406	33.9
Tap cell	688	3.58
Inverter	48	0.750
==> worst paths after layout <==
kind	from	cells past startpoint	slack, ns	endpoint
setup / recovery	ts_din[2]	8	5.40	rate_4[12]$_SDFFE_PP0P_
hold / removal	second_cnt[0]$_SDFF_PP0_	1	0.49	second_cnt[0]$_SDFF_PP0_
setup reg to reg	send_cnt[0]$_SDFF_PP0_	9	6.08	rate_dout[0]$_SDFF_PP0_
hold reg to reg	second_cnt[0]$_SDFF_PP0_	1	0.49	second_cnt[0]$_SDFF_PP0_
Power figures rest on the tool's default switching activity, not on a simulated workload.
